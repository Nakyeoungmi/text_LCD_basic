[run.sh]
#!/bin/bash
# OpenROAD 26Q1-2900-gdf79404cd8, Yosys 0.63+post, stock flow scripts
make -C /OpenROAD-flow-scripts/flow DESIGN_CONFIG=/design/flow/config.mk WORK_HOME=/design/flow/orfs finish
[config.mk]
export PLATFORM = sky130hd
export DESIGN_NAME = text_LCD_basic
export DESIGN_NICKNAME = text_LCD_basic
export VERILOG_FILES = /design/flow/design.v
export SDC_FILE = /design/flow/constraint.sdc
export NUM_CORES = 4
export LEC_CHECK = 1
export CORE_UTILIZATION = 40
[constraint.sdc]
current_design text_LCD_basic

set clk_period 5.2
set clk_io_pct 0.2

create_clock -name clk0 -period $clk_period [get_ports {clk}]

set non_clock_inputs [all_inputs -no_clocks]
set_input_delay [expr $clk_period * $clk_io_pct] -clock clk0 $non_clock_inputs
set_output_delay [expr $clk_period * $clk_io_pct] -clock clk0 [all_outputs]
[design.v]
`timescale 1ns / 1ps
module text_LCD_basic(
    input rst, clk,
    output LCD_E, LCD_RS, LCD_RW,
    output reg [7:0] LCD_DATA,
    output reg [7:0] LED_out
);
    wire LCD_E;
    reg LCD_RS, LCD_RW;
    reg [2:0] state;
    integer cnt;
    parameter DELAY        = 3'b000,
              FUNCTION_SET = 3'b001,
              ENTRY_MODE   = 3'b010,
              DISP_ONOFF   = 3'b011,
              LINE1        = 3'b100,
              LINE2        = 3'b101,
              DELAY_T      = 3'b110,
              CLEAR_DISP   = 3'b111;
    always @(posedge clk or negedge rst) begin
        if (!rst) begin
            state <= DELAY;
            cnt <= 0;
            LED_out <= 8'b0000_0000;
        end 
        else begin
            case (state)
                DELAY: begin
                    LED_out <= 8'b1000_0000;
                    if (cnt >= 70) begin
                        cnt <= 0;
                        state <= FUNCTION_SET;
                    end else cnt <= cnt + 1;
                end
                FUNCTION_SET: begin
                    LED_out <= 8'b0100_0000;
                    if (cnt >= 30) begin
                        cnt <= 0;
                        state <= DISP_ONOFF;
                    end else cnt <= cnt + 1;
                end
                DISP_ONOFF: begin
                    LED_out <= 8'b0010_0000;
                    if (cnt >= 30) begin
                        cnt <= 0;
                        state <= ENTRY_MODE;
                    end else cnt <= cnt + 1;
                end
                ENTRY_MODE: begin
                    LED_out <= 8'b0001_0000;
                    if (cnt >= 30) begin
                        cnt <= 0;
                        state <= LINE1;
                    end else cnt <= cnt + 1;
                end
                LINE1: begin
                    LED_out <= 8'b0000_1000;
                    if (cnt >= 17) begin
                        cnt <= 0;
                        state <= LINE2;
                    end else cnt <= cnt + 1;
                end
                LINE2: begin
                    LED_out <= 8'b0000_0100;
                    if (cnt >= 17) begin
                        cnt <= 0;
                        state <= DELAY_T;
                    end else cnt <= cnt + 1;
                end
                DELAY_T: begin
                    LED_out <= 8'b0000_0010;
                    if (cnt >= 5) begin
                        cnt <= 0;
                        state <= CLEAR_DISP;
                    end else cnt <= cnt + 1;
                end
                CLEAR_DISP: begin
                    LED_out <= 8'b0000_0001;
                    if (cnt >= 5) begin
                        cnt <= 0;
                        state <= LINE1;
                    end else cnt <= cnt + 1;
                end
                default: begin
                    state <= DELAY;
                    cnt <= 0;
                end
            endcase
        end
    end
    always @(posedge clk or negedge rst) begin
        if (!rst)
            {LCD_RS, LCD_RW, LCD_DATA} <= 10'b1_1_00000000;
        else begin
            case (state)
                FUNCTION_SET :
                    {LCD_RS, LCD_RW, LCD_DATA} <= 10'b0_0_0011_1000;
                DISP_ONOFF :
                    {LCD_RS, LCD_RW, LCD_DATA} <= 10'b0_0_0000_1100;
                ENTRY_MODE :
                    {LCD_RS, LCD_RW, LCD_DATA} <= 10'b0_0_0000_0110;
                LINE1: begin
                    case (cnt)
                        0  : {LCD_RS, LCD_RW, LCD_DATA} <= 10'b0_0_1000_0000;
                        1  : {LCD_RS, LCD_RW, LCD_DATA} <= 10'b1_0_0010_0000; 
                        2  : {LCD_RS, LCD_RW, LCD_DATA} <= 10'b1_0_0100_1000;
                        3  : {LCD_RS, LCD_RW, LCD_DATA} <= 10'b1_0_0100_0101;
                        4  : {LCD_RS, LCD_RW, LCD_DATA} <= 10'b1_0_0100_1100;
                        5  : {LCD_RS, LCD_RW, LCD_DATA} <= 10'b1_0_0100_1100;
                        6  : {LCD_RS, LCD_RW, LCD_DATA} <= 10'b1_0_0100_1111;
                        7  : {LCD_RS, LCD_RW, LCD_DATA} <= 10'b1_0_0010_0000;
                        8  : {LCD_RS, LCD_RW, LCD_DATA} <= 10'b1_0_0101_0111;
                        9  : {LCD_RS, LCD_RW, LCD_DATA} <= 10'b1_0_0100_1111;
                        10 : {LCD_RS, LCD_RW, LCD_DATA} <= 10'b1_0_0101_0101;
                        11 : {LCD_RS, LCD_RW, LCD_DATA} <= 10'b1_0_0100_1100;
                        12 : {LCD_RS, LCD_RW, LCD_DATA} <= 10'b1_0_0100_0100;
                        13 : {LCD_RS, LCD_RW, LCD_DATA} <= 10'b1_0_0010_0001;
                        default : {LCD_RS, LCD_RW, LCD_DATA} <= 10'b1_0_0010_0000;
                    endcase
                end
                LINE2: begin
                    case (cnt)
                        0  : {LCD_RS, LCD_RW, LCD_DATA} <= 10'b0_0_1100_0000;
                        1  : {LCD_RS, LCD_RW, LCD_DATA} <= 10'b1_0_0011_0010;  
                        2  : {LCD_RS, LCD_RW, LCD_DATA} <= 10'b1_0_0011_0000;  
                        3  : {LCD_RS, LCD_RW, LCD_DATA} <= 10'b1_0_0011_0010;  
                        4  : {LCD_RS, LCD_RW, LCD_DATA} <= 10'b1_0_0011_0100;  
                        5  : {LCD_RS, LCD_RW, LCD_DATA} <= 10'b1_0_0011_0100;  
                        6  : {LCD_RS, LCD_RW, LCD_DATA} <= 10'b1_0_0011_0100;  
                        7  : {LCD_RS, LCD_RW, LCD_DATA} <= 10'b1_0_0011_0000;  
                        8  : {LCD_RS, LCD_RW, LCD_DATA} <= 10'b1_0_0011_0000;  
                        9  : {LCD_RS, LCD_RW, LCD_DATA} <= 10'b1_0_0011_0100;  
                        10 : {LCD_RS, LCD_RW, LCD_DATA} <= 10'b1_0_0011_0110;  
                        11 : {LCD_RS, LCD_RW, LCD_DATA} <= 10'b1_0_0010_0000;
                        12 : {LCD_RS, LCD_RW, LCD_DATA} <= 10'b1_0_0100_1110;
                        13 : {LCD_RS, LCD_RW, LCD_DATA} <= 10'b1_0_0100_1011;
                        14 : {LCD_RS, LCD_RW, LCD_DATA} <= 10'b1_0_0100_1101;
                        default : {LCD_RS, LCD_RW, LCD_DATA} <= 10'b1_0_0010_0000;
                    endcase
                end
                DELAY_T :
                    {LCD_RS, LCD_RW, LCD_DATA} <= 10'b0_0_0000_0010;
                CLEAR_DISP :
                    {LCD_RS, LCD_RW, LCD_DATA} <= 10'b0_0_0000_0001;
                default :
                    {LCD_RS, LCD_RW, LCD_DATA} <= 10'b1_1_0000_0000;
            endcase
        end
    end
    assign LCD_E = clk;
endmodule
==> job_summary.md <==
### Metrics collected by this job

| Metric | Value |
|---|---|
| Outcome | `finished, final reports clean` |
| Yosys stat cell total | `~340` |
| First-pass GRT wire length | `approximately 12000 um` |
| Cell count after synthesis | `around 340` |
| DR iter-0 viols | `154` |
| CTS tree | `done` |
| Top-area cell share | `39.8%` |
| Setup CP Type | `clock port to output port` |
| Ratio of cells with drive above 1 in the final layout | `~20%` |
| # DRC | `0` |
| Resized cells post-CTS | `0` |
| Synth flops | `about 58` |
| DIE AREA | `~9000 um^2` |
| Most common cell on crit path | `clkbuf_8` |
| WL final | `roughly 7000 um` |
| Hpwl dp | `roughly 4500 um` |
| Max-slew headroom | `between 40% and 50%` |
| Setup Fix Bufs, Post-CTS | `0` |
| Most common reg cell | `dfrtp_1` |
| Simple Share, Synth | `roughly a fifth` |
| Die X | `95.0 um` |
| WHS | `roughly 420 ps` |
| Crit. End Element | `output port` |
| Startpoint types | `clock port` |
| Total iterations of the first detailed-routing run | `4` |
| Logic area | `1780 um^2` |
| CP Data Arrival Time | `roughly 3200 ps` |
| Largest family of logic cells by area | `AND-OR/OR-AND gates` |
| Placer Congestion | `0.831` |
| Distinct lib cells used | `roughly 61` |
| Row Count | `33` |
| Fillers | `794` |
| Final antenna-violating net count | `0` |
| FF/Latch Area | `~1500 um^2` |
| Hold WC Path Type | `flop to flop` |
| Slew Limit Fails | `0` |
| Measured slew at the worst slew-check pin | `about 800 ps` |
| Die Y | `roughly 95 um` |
| Max cap viols | `0` |
| GR Overflow Total | `0` |
| WL/cell | `15.4 um` |
| Top post-synthesis cells by count | `dfrtp_1, a211oi_2, nand2_1` |
| Final setup fails | `0` |
| Synthesis area per yosys | `roughly 3500 um^2` |
| Hold-fix buffers, CTS | `0` |
| Cell Pwr Density | `roughly 250 nW/um^2` |
| Synth Cell Area | `roughly 3500 um^2` |
| Required @ worst endpoint | `around 4200 ps` |
| Yosys warns | `1` |
| Critical-path cell list | `clkbuf_8 > clkbuf_8 > clkdlybuf4s50_1` |
| Core ar. | `between 8000 and 9000 um^2` |
| Total track usage | `about 18%` |
| Inserted Diodes | `0` |
| RSZ-0062 raised after global routing | `no` |
| EDFF count, synth | `0` |
| LEAKAGE | `1.58 nW` |
| Ys async rst share | `roughly 100%` |
| Largest net degree at the start of global routing | `slightly below 60` |
| Register share after synthesis | `around 42%` |
| Initial antenna violation count | `0` |
| Vias | `~2500` |
| Synth area leader | `dfrtp_1` |
| Via/cell ratio | `around 5.6` |
| Fin Setup TNS | `0 ps` |
| Clock latency on the worst-skew pair | `440 ps` |
| Max VDD drop | `0.164 mV` |
| Final hold violation count | `0` |
| Floorplan utilization | `41.6%` |
| Tot Pwr | `around 0.00097 W` |
| Clock slew at reported path FFs | `60 ps` |
| Synth Area in Adders | `under 10%` |
| Complex Gates by Area | `between 20 and 25%` |
| Most common cell in the netlist | `dfrtp_1` |
| Avg Cell Area, Syn | `~10 um^2` |
| Number of global-route vias before repair | `between 2000 and 2500` |
| Slowest cell delay on critical path | `390 ps` |
| IO Count | `21` |
| Xor/xnor share | `6.84%` |
| Mux area share | `under 10%` |
| Critical path's slowest cell | `clkdlybuf4s50_1` |
| Post-synth area hogs | `dfrtp_1, a211oi_2, xor2_1, ha_1, nand3_1` |
| Area growth, synth to finish | `13.5%` |
| Tool Warnings | `32` |
| Critical Path Fanout Max | `2` |
| Final setup skew | `~8.5 ps` |
| Count of buffers from port buffering | `20` |
==> state kept, by name (all words and copies together) (netlist names), named ones only <==
register  cells
LCD_RS        1
LCD_DATA      8
cnt          32
LCD_RW        1
LED_out       8
state         4
==> power by group <==
group          switching [W]  internal [W]  leakage, nW   total (W)
Combinational     0.00000842   0.000000749        0.655  0.00000917
Clock               0.000176      0.000335        0.135    0.000511
Sequential                 0      0.000452        0.785    0.000452
Total               0.000184      0.000788         1.58    0.000972
==> critical path: cells and delay by family <==
family | cells | cell delay, ps
buf+inv | 3 | 620
==> worst paths after layout <==
kind / from / endpoint / slack [ps] / cells after the start
max: clk / LCD_E / 950 / 3
min: flop / LED_out[0] / 420 / 0
max reg2reg: cnt[2] / cnt[9] / 2570 / 6
min reg2reg: flop / LED_out[0] / 420 / 0
max in group asynchronous: rst / cnt[10] / 3970 / 2
min in group asynchronous: rst / LED_out[3] / 740 / 2
==> layer usage <==
layer	vias up	track usage (%)	part of all wire, %
met5	-	0	0
met4	0	3.54	1.7
met3	9	3.68	3.5
met2	41	27.0	44
met1	1218	27.2	51
li1	1265	-	-
==> final cells by class <==
cell class	count	share of cell area (%)
clock inverter	1	0.765
multi-input combinational	233	45.4
sequential	58	37.1
clock buffer	19	6.06
timing repair buffer	26	6.06
inverter	13	1.24
tap	105	3.35
==> kinds of logic after synthesis <==
family,count (synthesis)
AOI/OAI and AO/OA,80
xor gates and xnor gates,27
and+or+nand+nor,112
adders and majority gates,8
muxes,6
DFF,58
buffers and inverters,45
==> placed cells by master, fill, tap and decap left out, types with 9 or more instances in the layout <==
| cell | n |
|---|---|
| a211oi_2 | 25 |
| nor3_1 | 11 |
| a21oi_1 | 10 |
| nor2_1 | 14 |
| xor2_1 | 18 |
| nand2_1 | 22 |
| nand3_1 | 18 |
| inv_1 | 13 |
| xnor2_1 | 9 |
| nand4_1 | 10 |
| clkbuf_8 | 16 |
| clkdlybuf4s50_1 | 19 |
| dfrtp_1 | 55 |
==> per-stage QoR <==
step	utilization, %	setup WS, ps	instances	area (um^2)
2_1_floorplan	-	1460	336	3460
3_3_place_gp	44.2	1190	436	3670
3_5_place_dp	44.2	1190	436	3670
4_1_cts	47.3	936	455	3920
5_1_grt	47.3	935	455	3920
6_report	47.3	946	455	3920
No activity file was given, so power comes from the tool's default toggle rates.
